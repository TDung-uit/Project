[flow/config.mk]
export PLATFORM = sky130hd
export DESIGN_NAME = PWM_m
export DESIGN_NICKNAME = PWM_m
export VERILOG_FILES = /design/flow/design.v
export SDC_FILE = /design/flow/constraint.sdc
export NUM_CORES = 4
export LEC_CHECK = 1
export CORE_UTILIZATION = 50
[flow/constraint.sdc]
current_design PWM_m

set clk_period 6.7
set clk_io_pct 0.2

create_clock -name clk0 -period $clk_period [get_ports {clk}]

set non_clock_inputs [all_inputs -no_clocks]
set_input_delay [expr $clk_period * $clk_io_pct] -clock clk0 $non_clock_inputs
set_output_delay [expr $clk_period * $clk_io_pct] -clock clk0 [all_outputs]
[flow/design.v]
module PWM_m( 
	    clk, 
	    reset_n, 
	    chipselect, 
	    address, 
	    write, 
	    writedata, 
	    read, 
	    byteenable, 
	    readdata, 
	    PWM_out); 
	input clk; 
	input reset_n; 
	input chipselect; 
	input [1:0]address; 
	input write; 
	input [31:0] writedata; 
	input read; 
 	input [3:0] byteenable; 
	output [31:0] readdata; 
	output PWM_out; 
	reg [31:0] clock_divide_reg;  
	reg [31:0] duty_cycle_reg;  
	reg control_reg; 
	reg clock_divide_reg_selected; 
	reg duty_cycle_reg_selected; 
	reg control_reg_selected; 
	reg [31:0] PWM_counter; 
	reg [31:0] readdata; 
	reg PWM_out; 
	wire pwm_enable; 
	always @ (address) 
	begin 
	    clock_divide_reg_selected<=0; 
	    duty_cycle_reg_selected<=0; 
	    control_reg_selected<=0; 
	    case(address) 
	        2'b00:clock_divide_reg_selected<=1; 
	        2'b01:duty_cycle_reg_selected<=1; 
	        2'b10:control_reg_selected<=1; 
	        default: 
	        begin 
	            clock_divide_reg_selected<=0; 
	            duty_cycle_reg_selected<=0; 
	            control_reg_selected<=0; 
	        end 
	    endcase 
	end            
	always @ (posedge clk or negedge reset_n) 
	begin 
	    if(reset_n==1'b0) 
	        clock_divide_reg=0; 
	    else
	    begin 
	        if(write & chipselect & clock_divide_reg_selected) 
	        begin 
	            if(byteenable[0]) 
	                clock_divide_reg[7:0]=writedata[7:0]; 
	            if(byteenable[1]) 
	                clock_divide_reg[15:8]=writedata[15:8]; 
	            if(byteenable[2]) 
	                clock_divide_reg[23:16]=writedata[23:16]; 
	            if(byteenable[3]) 
	                clock_divide_reg[31:24]=writedata[31:24]; 
	        end 
	    end 
	end 
	always @ (posedge clk or negedge reset_n) 
	begin 
	    if(reset_n==1'b0) 
	        duty_cycle_reg=0; 
	    else
	    begin 
	        if(write & chipselect & duty_cycle_reg_selected) 
	        begin 
	            if(byteenable[0]) 
	                duty_cycle_reg[7:0]=writedata[7:0]; 
	            if(byteenable[1]) 
	                duty_cycle_reg[15:8]=writedata[15:8]; 
	            if(byteenable[2]) 
	                duty_cycle_reg[23:16]=writedata[23:16]; 
	            if(byteenable[3]) 
	                duty_cycle_reg[31:24]=writedata[31:24]; 
	        end 
	    end 
	end 
	always @ (posedge clk or negedge reset_n) 
	begin 
	    if(reset_n==1'b0) 
	        control_reg=0; 
	    else
	    begin 
	        if(write & chipselect & control_reg_selected) 
	        begin 
	            if(byteenable[0]) 
	                control_reg=writedata[0]; 
	        end 
	    end 
	end 
	always @ (address or read or clock_divide_reg or duty_cycle_reg or control_reg or chipselect) 
	begin 
	    if(read & chipselect) 
	        case(address) 
	            2'b00:readdata<=clock_divide_reg; 
	            2'b01:readdata<=duty_cycle_reg; 
	            2'b10:readdata<=control_reg; 
	            default:readdata=32'h8888; 
	        endcase  
	end 
	assign pwm_enable=control_reg; 
	always @ (posedge clk or negedge reset_n) 
	begin 
	    if(reset_n==1'b0) 
	        PWM_counter=0; 
	    else
	    begin 
	        if(pwm_enable) 
	        begin 
	            if(PWM_counter>=clock_divide_reg) 
	                PWM_counter<=0; 
	            else
	                PWM_counter<=PWM_counter+1; 
	        end 
	        else
	            PWM_counter<=0; 
	    end 
	end       
	always @ (posedge clk or negedge reset_n) 
	begin 
	    if(reset_n==1'b0) 
	        PWM_out<=1'b0; 
	    else
	    begin 
	        if(pwm_enable) 
	        begin 
	            if(PWM_counter<=duty_cycle_reg) 
	                PWM_out<=1'b1; 
	            else
	                PWM_out<=1'b0; 
	        end 
	        else
	            PWM_out<=1'b0; 
	    end 
	end 
	endmodule
[flow/run.sh]
#!/bin/bash
# OpenROAD 26Q1-2900-gdf79404cd8, Yosys 0.63+post, stock flow scripts
make -C /OpenROAD-flow-scripts/flow DESIGN_CONFIG=/design/flow/config.mk WORK_HOME=/design/flow/orfs finish
==> summary.txt <==
Here are the numbers from the latest Yosys + OpenROAD run.

The total overflow left after global routing is 0. The largest net degree at the start of global routing came out at 51. The total met2 wirelength after detailed routing is 6310 um.

In the routed layout, each cell is associated on average with a via count of 5.22. The count of library flops with an enable pin came out at 0. The clock transition at the registers of the reported paths came out at 0.07 ns. TritonCTS built the clock tree.

The number of endpoints failing setup at the final stage is 0. The remaining number of nets flagged by the antenna check after routing came out at 0. The number of buffer and inverter stages on the critical path is 2. STA shows the worst min-delay path finishing at PWM_counter[0]. The first-iteration detailed-routing DRC count is 169. The core region is 12700 sq um. The shortest clock period the worst path allows after layout is 3.30 ns. The via count of the first global-routing pass is 4503. The mean area per synthesized cell came out at 10.4 sq um. The cell sitting at the root of the clock tree is a sky130_fd_sc_hd__clkbuf_16. The number of maximum-capacitance constraint violations is 0. Counting instances, the worst hold path has a depth of 1. The maximum frequency from static timing analysis is 0.303 GHz. The count of endpoints without a timing constraint is 64.

The total power divided by cell area is 227 nW/um^2. The number of input and output port buffers inserted is 75. Yosys attributes the largest share of cell area to sky130_fd_sc_hd__dfrtp_1, sky130_fd_sc_hd__ha_1, sky130_fd_sc_hd__mux2_2.

The internal power consumption came out at 1.28 mW. The number of inserted filler cells in the final layout is 1061. The cell at the slowest stage of the critical path is sky130_fd_sc_hd__nor3b_1. The cell area after technology mapping came out at 6550 sq um.

The top cell types in the final layout, fill and taps aside, are sky130_fd_sc_hd__dfrtp_1, sky130_fd_sc_hd__clkdlybuf4s50_1, sky130_fd_sc_hd__inv_1, sky130_fd_sc_hd__nor2_1, sky130_fd_sc_hd__ha_1. The cell taking the most area after synthesis is sky130_fd_sc_hd__dfrtp_1. OpenROAD reports that the post-layout worst path occupies 49.2% of the period. The share of power burned in combinational logic came out at 22.5%.

The actual slew at the worst max-slew pin is 0.708 ns. The top cell type in the final layout, fill and taps aside, is sky130_fd_sc_hd__dfrtp_1. The static leakage came out at 3.76 nW.

The total die size is 13600 sq um. The global-route usage over all layers is 23.2%. The H-tree was split into 3 levels.

Summed over all nets, wire length on met3 after detailed routing comes to 497 um. The synthesis area per yosys is 6550 sq um. The number of failing hold endpoints at the final stage is 0. The switching power as a share of total power is 28.3%. The number of setup buffers added after CTS came out at 0.

The net switching power is 0.503 mW. The clock group share of total power came out at 33.2%. Routed signal wires occupy layers up through met4.

The capture point of the worst register-to-register path is recorded as PWM_counter[13]. The total number of vias came out at 4632. The portion of synthesized cell area occupied by the leading cell type came out at 37.4%.

The layout-stage area growth over the synthesis result came out at 19.6%. The synthesized instance count came out at 632. The floorplan core density is 51.7%. The final max-slew violation count recorded for this run is 0.

The total chip power is 1.78 mW. The register bit count reported by yosys is 130. The hold-fix buffer count after cts came out at 0. The register share of total power is 44.3%. The timing report gives the worst reg2reg path a setup slack of 4.08 ns.

The timing report gives the biggest stage delay along the critical path as 0.65 ns. The clock latency at the later pin of the worst-skew pair came out at 0.35 ns. The sum of routed wire segments on met1 is 6910 um. The top-level I/O count is 76.

STA classifies the critical path startpoint as an input port. The critical path class is input port to register. In this run the vertical extent of the chip is 116 um.

The number of antenna violations at the first check in global routing is 0. The top flip-flop cell by instance count after synthesis is sky130_fd_sc_hd__dfrtp_1. The number of CTS-inserted buffers is 9.

The kind of cell with the highest combined delay along the critical path is simple AND/OR/NAND/NOR gates. The launch point of the worst min-delay path is recorded as PWM_counter[0]. The Yosys warning count came out at 1. The aggregate routed wire length came out at 13900 um.

The post-route clock skew is 0.00687 ns. The final routed wire length divided by cell count is 15.6 um. The required time at the worst-slack endpoint came out at 6.93 ns. At the worst endpoint, the arrival time is 3.53 ns. Setup repair after global routing left no endpoint under its margin. The count of inserted antenna diode cells came out at 0. Per STA, the worst path is made up of clkdlybuf4s50_1, buf_4, nor3b_1, nand2_1, mux2_2. The total negative setup slack came out at 0 ns. The stage logs contain a warning count of 26. The netlist uses 47 different library cells. The count of instantiated cells in the yosys netlist is 632.

The sort of element at the end of the critical path is a register. Looking at the VDD voltage map, the peak drop is 0.181 mV. The largest fanout on the critical path is 37. The tightest slew margin relative to the limit came out at 51.6%. The worst register-to-register path begins at PWM_counter[11].

The worst reg2reg path depth is 8. The weighted congestion reported at the end of routability-driven placement came out at 0.812. The row count came out at 41.

The worst hold path belongs to the class register to register. The post-route netlist has 14.7% of its cells at a drive strength greater than 1. After synthesis, the share of flip-flops with an asynchronous set or reset is 75.4%.

The wire length of the first global-routing pass came out at 23100 um. The number of register pins that no clock reaches came out at 32. The number of design rule violations left after detail routing is 0. The number of gates resized after CTS came out at 0. The largest buffer count on any clock path is 2. The horizontal extent of the die came out at 116 um. The flow ran to the end, and the final reports show no timing, DRC or antenna violations.

The start point of the critical path is address[1]. According to the dpl log, the detail-placed design has an HPWL of 9840 um. The first-pass iteration count of the detailed router is 4.
-- cells in the mapped netlist, types with 6 or more instances --
library cell	instances
sky130_fd_sc_hd__nand4_1	18
sky130_fd_sc_hd__mux2i_1	28
sky130_fd_sc_hd__o21ai_0	13
sky130_fd_sc_hd__nor2_1	65
sky130_fd_sc_hd__nor3_1	7
sky130_fd_sc_hd__inv_1	65
sky130_fd_sc_hd__nor2_2	7
sky130_fd_sc_hd__xor2_1	18
sky130_fd_sc_hd__xnor2_1	12
sky130_fd_sc_hd__and3_2	6
sky130_fd_sc_hd__a21oi_1	20
sky130_fd_sc_hd__a21o_1	10
sky130_fd_sc_hd__dfrtp_1	98
sky130_fd_sc_hd__mux2_2	64
sky130_fd_sc_hd__dlxtp_1	32
sky130_fd_sc_hd__nand3_1	16
sky130_fd_sc_hd__nand2_1	42
sky130_fd_sc_hd__ha_1	65
-- worst max-delay path by stage --
| stage | endpoint | cells past startpoint |
|---|---|---|
| final | duty_cycle_reg[29] | 5 |
| after CTS | duty_cycle_reg[0] | 5 |
| after global routing | duty_cycle_reg[27] | 5 |
-- cell families after synthesis --
| group | count (synthesis) | share of synthesized area [%] |
|---|---|---|
| xor gates and xnor gates | 30 | 4.01 |
| buffers and inverters | 78 | 4.70 |
| and+or+nand+nor | 182 | 13.6 |
| latches | 32 | 7.34 |
| adders and majority gates | 65 | 12.4 |
| DFF | 98 | 37.4 |
| muxes | 93 | 15.5 |
| AOI/OAI and AO/OA | 54 | 5.06 |
-- power groups by stage --
stage     clock (mW)  combinational [mW]  sequential (mW)
6_report       0.591               0.400            0.789
5_1_grt        0.632               0.461            0.804
4_1_cts        0.606               0.405            0.789
-- final cells by class --
type / count / area [sq um] / area share [%]
multi-input cells: 424 / 3310 / 42.2
flip-flops and latches: 130 / 2930 / 37.5
repair buffers: 80 / 781 / 9.97
inverters: 66 / 250 / 3.20
clock buffers: 9 / 225 / 2.88
well taps: 172 / 215 / 2.75
clock inverters: 7 / 118 / 1.50
-- per-stage QoR --
step	worst slack, ns	utilization, %	hold slack (ns)	std cells	area [sq um]
3_5_place_dp	3.01	59.1	0.503	872	7490
6_report	3.40	61.8	0.517	888	7830
3_3_place_gp	3.09	59.1	0.511	872	7490
4_1_cts	3.39	61.8	0.513	888	7830
5_1_grt	3.21	61.8	0.548	888	7830
2_1_floorplan	4.11	-	0.475	632	6550
-- per-layer routing --
layer  vias up  GRT usage, %
met5         -             0
met4         0          2.22
met3        11          3.38
met2        75          36.1
met1      2218          37.3
li1       2328             -
Power is estimated from default activity; no workload was simulated.
