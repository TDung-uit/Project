File: /design/flow/config.mk
export PLATFORM = sky130hd
export DESIGN_NAME = AU1
export DESIGN_NICKNAME = AU1
export VERILOG_FILES = /design/flow/design.v
export SDC_FILE = /design/flow/constraint.sdc
export NUM_CORES = 4
export LEC_CHECK = 1
export CORE_AREA = 10 10 70 70
export DIE_AREA = 0 0 80 80
File: /design/flow/constraint.sdc
current_design AU1

set clk_period 4.7
set clk_io_pct 0.2

create_clock -name clk0 -period $clk_period

set non_clock_inputs [all_inputs -no_clocks]
set_input_delay [expr $clk_period * $clk_io_pct] -clock clk0 $non_clock_inputs
set_output_delay [expr $clk_period * $clk_io_pct] -clock clk0 [all_outputs]
File: /design/flow/design.v
module AU1(A,B,S,O);
input [4:0] A,B;
input [1:0] S;
output [4:0] O;
	wire [4:0] D3,D2,D1,D0;
	max mx(A,B,D3);
	min mn(A,B,D2);
	Abs b(B,D1);
	Abs a(A,D0);
	assign O = (S==2'b00) ? D0 : 
				(S==2'b01) ? D1 :
				(S==2'b10) ? D2 : D3;
endmodule
module Abs(I,O);
input [4:0] I;
output [4:0] O;
	wire [4:0] S,D0;
	wire select;
	FS5b fs(.A(5'b0),.B(I),.S(S));
	assign O = (I[4] == 1'b1) ? S : I[4:0];
endmodule
module FA(A,B,Cin,S,Cout);
input A,B,Cin;
output S,Cout;
	assign S = (A ^ B) ^ Cin;
	assign Cout = (A & B) | (Cin & (A ^ B));
endmodule
module FA5b(A,B,Cin,S,Cout);
input [4:0] A,B;
input Cin;
output Cout;
output [4:0] S;
	wire c0,c1,c2,c3;
	FA fa0(A[0],B[0],Cin,S[0],c0);
	FA fa1(A[1],B[1],c0,S[1],c1);
	FA fa2(A[2],B[2],c1,S[2],c2);
	FA fa3(A[3],B[3],c2,S[3],c3);
	FA fa4(A[4],B[4],c3,S[4],Cout);
endmodule
module FS5b(A,B,S,Cout);
input [4:0] A,B;
output Cout;
output [4:0] S;
	wire [4:0] Bn;
	assign Bn = ~B;
	FA5b fa(A,Bn,1'b1,S,Cout);
endmodule
module max(A,B,O);
input [4:0] A,B;
output [4:0] O;
	wire [4:0] S;
	FS5b fs(.A(A),.B(B),.S(S));
	assign O = S[4] ? B : A;
endmodule
module min(A,B,O);
input [4:0] A,B;
output [4:0] O;
	wire [4:0] S;
	FS5b fs(.A(A),.B(B),.S(S));
	assign O = S[4] ? A : B;
endmodule
File: /design/flow/run.sh
#!/bin/bash
# OpenROAD 26Q1-2900-gdf79404cd8, Yosys 0.63+post, stock flow scripts
make -C /OpenROAD-flow-scripts/flow DESIGN_CONFIG=/design/flow/config.mk WORK_HOME=/design/flow/orfs finish
==> Changelog: implementation <==
### Metrics

- Floorplan core area: 3420 sq um
- Die Area: 6400 sq um
- Seq/Total Area, Yosys: 0%
- Switch share: 44.5%
- Final hold violation count: 0
- Initial antenna violation count: 0
- Vias in the first global route: 463
- Synth Instances: 65
- Gr usage total: 4.18%
- Pre-CTS setup slack: 0.348 ns
- Power per cell area: 106 nW/um^2
- Worst setup path class: input pin to primary output
- CP Capture Type: primary output
- Clkbuf count: 0
- Gp weighted congestion: 0.838
- Final min period: 4.36 ns
- Min-Delay Path Class: input pin to primary output
- Port bufs: 17
- Per-cell routed wire length: 11.3 um
- Finished Cell Area: 733 sq um
- Setup TNS: 0 ns
- CP dominant cell by count: clkdlybuf4s50_1
- Max Freq: 229 MHz
- Area after DPL: 733 sq um
- CP arrival: 3.42 ns
- Yosys top cell by area: ha_1
- Vias: 521
- Critical Path RT: 3.76 ns
- MaxCap Viol Count: 0
- DRC Markers: 0
- Routed Antenna Nets: 0
- IO Count: 17
- Worst Slack Setup Final: 0.340 ns
- Library cells used by synthesis: 30
- DR iter-0 viols: 16
- Setup violators final: 0
- Die extent in x: 80 um
- Slew HR: 72.2%
- Dpl hpwl: 1240 um
- Unrepaired setup endpoints after global routing: false
- OpenROAD warning count: 32
- FFs & Latches: 0
- CP Launch Point: B[1]
- Area occupied by registers: 0 sq um
- Seq pwr share: 0%
- Vias per Instance: 4.13
- Synth area leaders: ha_1, mux2i_1, inv_1
- Area of the multi-input gates: 460 sq um
- Yosys stat chip area: 517 sq um
- Post-CTS sizing: 0
- Die H: 80 um
- Outcome: finished clean
- Cell Area, Synth: 517 sq um
- Clock share of power: 0%
- Yosys Instances: 65
- Int Pwr: 0.0433 mW
- Area grow syn2layout: 41.9%
- Crit path max-delay cell type: clkdlybuf4s50_1
- First-pass GRT wire length: 2240 um
- Mean Syn Cell Area: 7.95 sq um
- Cells along the critical path: clkdlybuf4s50_1 > inv_1 > ha_1 > a2111oi_4 > o21ai_1 > a31oi_1 > mux2i_1 > clkdlybuf4s50_1
- P_sw: 0.0347 mW
- Num rows: 21
- Wirelength, routed: 1430 um
- Filler cells: 387
- GRT overflow: 0
- Top-area cell share: 21.8%
- # diodes: 0
- Slowest cell delay on critical path: 0.50 ns
- Hold_buf cts: 0
- Worst setup SP type: input pin
- Largest net degree at the start of global routing: 15
- Crit path capture: O[0]
- Peak supply drop: 0.0308 mV
- Logic pwr share: 100.0%
- Slew @ Worst Pin: 0.415 ns
- Fin crit share: 92.8%
- Leakage: 0.308 nW
- Layout cells sized above 1: 7.50%
- FP Core Util: 15.1%
- Slew Limit Fails: 0
- Crit Path Max Fanout: 6
- Drt pass-1 iters: 2
- Synthesis Warnings: 0
- Post-CTS setup repair buffer count: 0
-- cell usage after synthesis --
cell / number
nor3b_1: 1
o21ai_1: 1
o211ai_1: 3
or3_1: 1
ha_1: 9
xnor2_1: 1
nand2b_4: 1
a21oi_1: 1
xnor2_4: 1
a31oi_1: 1
clkbuf_1: 2
buf_4: 1
o21a_1: 2
buf_6: 1
nand3_1: 3
nand4b_1: 1
nand4_1: 3
a2111oi_4: 1
inv_1: 8
a211o_1: 3
nor2_1: 5
a211oi_1: 3
a311oi_1: 1
or3_4: 1
nand2b_1: 1
nor3_1: 1
nor2b_1: 2
mux2i_1: 4
nand2_1: 1
o21ai_0: 1
-- cell usage in the layout, fill, tap and decap left out, types with 2 or more instances in the layout --
cell and count:
inv_1 8, buf_4 2, nor2b_1 2, o21a_1 2, clkdlybuf4s50_1 17, ha_1 9
nor2_1 5, nand4_1 3, a211oi_1 3, a211o_1 3, nand3_1 3, mux2i_1 4
o211ai_1 3
-- worst min path at each step --
stage                 from  slack, ns  cells past startpoint    to
after CTS             B[2]       2.91                      4  O[2]
after global routing  B[1]       2.98                      4  O[1]
final                 B[1]       2.90                      4  O[1]
-- final cells by class --
type                       instances  share of cell area [%]
inverter                           8                    4.10
multi-input combinational         53                    62.8
tap                               46                    7.85
timing repair buffer              19                    25.3
-- per-stage QoR --
step           utilization, %  cells  total power, mW  hold slack [ns]
4_1_cts                  21.5    126           0.0791             2.91
3_5_place_dp             21.5    126           0.0784             2.90
3_3_place_gp             21.5    126           0.0772             2.92
6_report                 21.5    126           0.0780             2.90
2_1_floorplan               -     65           0.0452             1.97
5_1_grt                  21.5    126           0.0865             2.98
-- worst max-delay path: cells and delay by family --
kind | cells | cell delay (ns)
adders and majority gates | 1 | 0.31
buffers and inverters | 3 | 1.06
muxes | 1 | 0.20
AOI/OAI and AO/OA | 3 | 0.91
-- power by group through the flow --
stage	clock [mW]	combinational [mW]	sequential, mW
after CTS	0	0.0791	0
after global routing	0	0.0865	0
final	0	0.0780	0
-- routing by layer --
layer  track usage [%]  vias up  share of wire, %
met5                 0        -                 0
met4                 0        0                 0
met3              1.48        0               7.8
met2              6.50       10                44
met1              5.74      236                48
li1                  -      275                 -
-- cells by family (layout without fill, tap and decap cells) --
logic type               after synthesis  count (layout)  synth area share (%)
adder cells (fa/ha/maj)                9               9                  21.8
buffers and inverters                 12              27                  10.9
AND-OR/OR-AND                         17              17                  27.8
AND/OR/NAND/NOR                       21              21                  24.7
XOR/XNOR                               2               2                  7.02
multiplexers                           4               4                  7.75
Power is estimated from default activity; no workload was simulated.
